===== ./design.v =====
module alu32(
    input [5:0] op,       
    input [31:0] rv1,     
    input [31:0] rv2,     
    output [31:0] rvout,   
    input [31:0] drdata,
    output [31:0] dwdata,
    output [3:0] dwe,
    input [31:0] daddr,
    input [31:0] iaddr,
    input [31:0] instr
);
    reg [31:0] rvout;
    reg [31:0] dwdata;
    reg [3:0] dwe;
    always @* begin
        case(op)
            0 : begin rvout = rv1 + rv2; dwe = 0; dwdata = 0; end   
            1 : begin rvout = $signed(rv1) < $signed(rv2); dwe = 0; dwdata = 0;end  
            2 : begin rvout = rv1 < rv2; dwe = 0; dwdata = 0;end  
            3 : begin rvout = rv1 ^ rv2; dwe = 0; dwdata = 0;end  
            4 : begin rvout = rv1 | rv2; dwe = 0; dwdata = 0;end  
            5 : begin rvout = rv1 & rv2; dwe = 0; dwdata = 0;end  
            6 : begin rvout = rv1 << rv2[4:0]; dwe = 0; dwdata = 0;end  
            7 : begin rvout = rv1 >> rv2[4:0]; dwe = 0; dwdata = 0;end  
            8 : begin rvout = $signed(rv1) >>> rv2[4:0]; dwe = 0; dwdata = 0;end  
            9 : begin rvout = rv1 + rv2; dwe = 0; dwdata = 0;end  
            10: begin rvout = rv1 - rv2; dwe = 0; dwdata = 0;end  
            11: begin rvout = rv1 << rv2[4:0]; dwe = 0; dwdata = 0;end  
            12: begin rvout = $signed(rv1) < $signed(rv2); dwe = 0; dwdata = 0;end  
            13: begin rvout = rv1 < rv2; dwe = 0; dwdata = 0;end  
            14: begin rvout = rv1 ^ rv2; dwe = 0; dwdata = 0;end  
            15: begin rvout = rv1 >> rv2[4:0]; dwe = 0; dwdata = 0;end  
            16: begin rvout = $signed(rv1) >> rv2[4:0]; dwe = 0; dwdata = 0;end  
            17: begin rvout = rv1 | rv2; dwe = 0; dwdata = 0;end  
            18: begin rvout = rv1 & rv2; dwe = 0; dwdata = 0;end  
            19 : begin dwe = 0;dwdata = 0;            
            case (daddr[1:0])
                2'b00: rvout = {{24{drdata[7]}}, drdata[7:0]};    
                2'b01: rvout = {{24{drdata[15]}}, drdata[15:8]};  
                2'b10: rvout = {{24{drdata[23]}}, drdata[23:16]};
                2'b11: rvout = {{24{drdata[31]}}, drdata[31:24]};
                default : rvout = {{24{drdata[7]}}, drdata[7:0]};
            endcase
                end                                                      
            20 : begin  dwe = 0; dwdata = 0;
                case (daddr[1:0])
                    2'b00: rvout = {{16{drdata[15]}}, drdata[15:0]};
                    2'b10: rvout = {{16{drdata[31]}}, drdata[31:16]};
                    default : rvout = {{16{drdata[15]}}, drdata[15:0]};
                endcase
                end                                                      
            21 : begin rvout = drdata; dwe = 0; dwdata = 0; end                          
            22 : begin dwe = 0;dwdata = 0; 
                case (daddr[1:0])
                    2'b00: rvout = {{24{1'b0}}, drdata[7:0]};
                    2'b01: rvout = {{24{1'b0}}, drdata[15:8]};
                    2'b10: rvout = {{24{1'b0}}, drdata[23:16]};
                    2'b11: rvout = {{24{1'b0}}, drdata[31:24]};
                    default : rvout = {{24{1'b0}}, drdata[7:0]};
                endcase
                end                                                      
            23 : begin dwe = 0; dwdata = 0; 
                case (daddr[1:0])
                    2'b00: rvout = {{16{1'b0}}, drdata[15:0]};
                    2'b10: rvout = {{16{1'b0}}, drdata[31:16]};
                    default : rvout = {{16{1'b0}}, drdata[15:0]};
                endcase
                end                                                     
            24 : begin dwdata = rv2; rvout = 0;
                case(daddr[1:0])
                    2'b00: dwe = 4'b0001;         
                    2'b01: dwe = 4'b0010;         
                    2'b10: dwe = 4'b0100;         
                    2'b11: dwe = 4'b1000;         
                    default : dwe = 4'b0001; 
                endcase 
            end                                                             
            25 : begin dwdata = rv2; rvout = 0;
                case(daddr[1:0])
                    2'b00: dwe = 4'b0011;        
                    2'b10: dwe = 4'b1100;
                    default : dwe = 4'b0011;
                endcase
            end                                                              
            26 : begin dwdata = rv2; dwe = 4'b1111; rvout = 0; end                      
            27: begin rvout = {instr[31:12],{12{1'b0}}}; dwe = 0; dwdata = 0;end  
            28: begin rvout = iaddr + {instr[31:12],{12{1'b0}}}; dwe = 0; dwdata = 0;end  
            29: begin rvout = iaddr +4; dwe = 0; dwdata = 0;end  
            30: begin rvout = iaddr +4; dwe = 0; dwdata = 0;end  
            31: begin dwe = 0; dwdata = 0; rvout = 0; end       
            32: begin dwe = 0; rvout = 0; dwdata = 0; end  
            33: begin dwe = 0; rvout = 0; dwdata = 0; end  
            34: begin dwe = 0; rvout = 0; dwdata = 0; end  
            35: begin dwe = 0; rvout = 0; dwdata = 0; end  
            36: begin dwe = 0; rvout = 0; dwdata = 0; end  
            default : begin rvout =0; dwe = 0; dwdata = 0; end 
        endcase
    end
endmodule
module cpu (
    input clk, 
    input reset,
    output [31:0] iaddr,
    input [31:0] idata,
    output [31:0] daddr,
    input [31:0] drdata,
    output [31:0] dwdata,
    output [3:0] dwe
);
    reg [31:0] iaddr;
    reg [31:0] daddr;
    reg [31:0] dwdata;
    reg [3:0]  dwe;
    wire [31:0] daddr1, dwdata1;  
    wire [3:0] dwe1;
    wire [5:0] op;
    wire [31:0] rv1, rv2, rvout, r_rv2, wdata;
    wire [4:0] rs1, rs2, rd;
    wire we;
    alu32 u1(
        .op(op),
        .rv1(rv1),            
        .rv2(rv2),
        .rvout(rvout),
        .drdata(drdata),      
        .dwdata(dwdata1),     
        .dwe(dwe1),
        .daddr(daddr1),
        .iaddr(iaddr),
        .instr(idata)
    );
    regfile u2(
        .rs1(rs1),
        .rs2(rs2),
        .rd(rd),
        .we(we),
        .wdata(rvout),
        .rv1(rv1),
        .rv2(r_rv2),
        .clk(clk),
        .op(op),
        .instr(idata),
        .daddr(daddr1)
    );
    dummydecoder u3(
        .instr(idata),
        .op(op),
        .rs1(rs1),
        .rs2(rs2),
        .rd(rd),
        .r_rv2(r_rv2),
        .rv2(rv2),
        .we(we)
    );
    always @(daddr1 or dwdata1 or dwe1) begin
        if (reset) begin
           daddr = 0;
           dwdata = 0;
           dwe = 0;
        end
        else begin
        daddr <= daddr1;
        dwdata <= dwdata1;
        dwe <= dwe1;
        end
    end
    always @(posedge clk) begin  
        if (reset) begin
            iaddr <= 0;
        end else begin  
            case(op)
                29 : iaddr = iaddr + {{12{idata[31]}},idata[19:12],idata[20],idata[30:21],1'b0};  
                30 : begin iaddr = rv1 + {{20{idata[31]}},idata[31:20]} ; iaddr[0] = 0;  end  
                31 : begin if(rv1 == rv2) iaddr = iaddr + {{20{idata[31]}},idata[7],idata[30:25],idata[11:8],1'b0};  
                     else iaddr <= iaddr + 4; end
                32 : begin if(rv1 != rv2) iaddr = iaddr + {{20{idata[31]}},idata[7],idata[30:25],idata[11:8],1'b0};  
                     else iaddr <= iaddr + 4; end
                33 : begin if($signed(rv1) < $signed(rv2)) iaddr = iaddr + {{20{idata[31]}},idata[7],idata[30:25],idata[11:8],1'b0};  
                     else iaddr <= iaddr + 4; end
                34 : begin if($signed(rv1) >= $signed(rv2)) iaddr = iaddr + {{20{idata[31]}},idata[7],idata[30:25],idata[11:8],1'b0};  
                     else iaddr <= iaddr + 4;  end
                35 : begin if(rv1 < rv2) iaddr = iaddr + {{20{idata[31]}},idata[7],idata[30:25],idata[11:8],1'b0};  
                     else iaddr <= iaddr + 4; end
                36 : begin if(rv1 >= rv2) iaddr = iaddr + {{20{idata[31]}},idata[7],idata[30:25],idata[11:8],1'b0}; 
                     else iaddr <= iaddr + 4; end
                default : iaddr <= iaddr + 4;
            endcase
        end       
    end
endmodule
module dummydecoder(
    input [31:0] instr,       
    output reg [5:0] op,      
    output reg [4:0] rs1,     
    output reg [4:0] rs2,     
    output reg [4:0] rd,      
    input  [31:0] r_rv2,      
    output reg [31:0] rv2,    
    output reg we             
);
    always @* begin
        case({instr[14:12], instr[6:0]})
            10'b0000010011 : begin op = 0; rv2 = {{20{instr[31]}},instr[31:20]}; we = 1;end			 
            10'b0100010011 : begin op = 1; rv2 = {{20{instr[31]}},instr[31:20]}; we = 1;end			 
            10'b0110010011 : begin op = 2; rv2 = {{20{instr[31]}},instr[31:20]}; we = 1;end			 
            10'b1000010011 : begin op = 3; rv2 = {{20{instr[31]}},instr[31:20]}; we = 1;end			 
            10'b1100010011 : begin op = 4; rv2 = {{20{instr[31]}},instr[31:20]}; we = 1;end			 
            10'b1110010011 : begin op = 5; rv2 = {{20{instr[31]}},instr[31:20]}; we = 1;end			 
            10'b0010010011 : begin op = 6; rv2 = {{20{instr[31]}},instr[31:20]}; we = 1;end			 
            10'b1010010011 : begin op = instr[30] ? 7 : 8;  rv2 = instr[24:20]; we = 1;end	 
            10'b0000110011 : begin op = instr[30] ? 9 : 10; rv2 = r_rv2; we = 1;end	 
		    10'b0010110011 : begin op = 11; rv2 = r_rv2; we = 1;end			    
		    10'b0100110011 : begin op = 12; rv2 = r_rv2; we = 1;end			    
		    10'b0110110011 : begin op = 13; rv2 = r_rv2; we = 1;end			    
		    10'b1000110011 : begin op = 14; rv2 = r_rv2; we = 1;end			    
            10'b1010110011 : begin op = instr[30] ? 15 : 16; rv2 = r_rv2; we = 1;end	 
		    10'b1100110011 : begin op = 17; rv2 = r_rv2; we = 1;end			    
		    10'b1110110011 : begin op = 18; rv2 = r_rv2; we = 1;end			    
            10'b0000000011 : begin op = 19; rv2 = r_rv2; we = 1;end             
            10'b0010000011 : begin op = 20; rv2 = r_rv2; we = 1;end             
            10'b0100000011 : begin op = 21; rv2 = r_rv2; we = 1;end             
            10'b1000000011 : begin op = 22; rv2 = r_rv2; we = 1;end             
            10'b1010000011 : begin op = 23; rv2 = r_rv2; we = 1;end             
            10'b0000100011 : begin op = 24; rv2 = r_rv2; we = 0;end             
            10'b0010100011 : begin op = 25; rv2 = r_rv2; we = 0;end             
            10'b0100100011 : begin op = 26; rv2 = r_rv2; we = 0;end             
            10'b0001100011 : begin op = 31; rv2 = r_rv2; we = 0;end             
            10'b0011100011 : begin op = 32; rv2 = r_rv2; we = 0;end             
            10'b1001100011 : begin op = 33; rv2 = r_rv2; we = 0;end             
            10'b1011100011 : begin op = 34; rv2 = r_rv2; we = 0;end             
            10'b1101100011 : begin op = 35; rv2 = r_rv2; we = 0;end             
            10'b1111100011 : begin op = 36; rv2 = r_rv2; we = 0;end             
            10'b0001100111 : begin op = 30; rv2 = r_rv2; we = 1;end             
            default:begin
                 case (instr[6:0])
            7'b1101111 : begin op = 29; rv2 = r_rv2; we = 1;end             
            7'b0110111 : begin op = 27; rv2 = r_rv2; we = 1;end             
            7'b0010111 : begin op = 28; rv2 = r_rv2; we = 1;end             
                     default:begin op = 0; we = 0;rv2=r_rv2; end
        endcase
            end
	endcase
     rs1 = instr [19:15];
     rs2 = instr [24:20];
     rd  = instr [11:7];
    end
endmodule
module regfile(
    input [4:0] rs1,      
    input [4:0] rs2,      
    input [4:0] rd,       
    input we,             
    input [31:0] wdata,   
    output [31:0] rv1,    
    output [31:0] rv2,    
    input clk,             
    input [5:0] op,
    input [31:0] instr,
    output reg [31:0] daddr,
    input [31:0] iaddr
);
    integer i;
    reg [31:0] memory [0:31];
    reg [31:0] rv1, rv2;
    initial begin
        for (i=0;i<32;i=i+1) begin
            memory[i] = 0;
            end
        end
    always @* begin
        rv1 = memory[rs1];
        rv2 = memory[rs2];
        case(op)
            19,20,21,22,
            23: daddr = rv1 + {{20{instr[31]}},instr[31:20]};
            24,25,
            26: daddr = rv1 + {{ 20{instr[31]}},instr[31:25],instr[11:7]};
            default : daddr = 0;   
        endcase 
    end
    always @(posedge clk) begin   
        if(we == 1 & rd!= 0) begin
            memory[rd] <= wdata;
         end
        else begin
            memory[0]<=0;             
        end
    end
endmodule

===== ./run.sh =====
#!/bin/bash
# OpenROAD 26Q1-2900-gdf79404cd8, Yosys 0.63+post, stock flow scripts
make -C /OpenROAD-flow-scripts/flow DESIGN_CONFIG=/design/flow/config.mk WORK_HOME=/design/flow/orfs finish

===== ./config.mk =====
export PLATFORM = sky130hd
export DESIGN_NAME = cpu
export DESIGN_NICKNAME = cpu
export VERILOG_FILES = /design/flow/design.v
export SDC_FILE = /design/flow/constraint.sdc
export NUM_CORES = 4
export LEC_CHECK = 1
export CORE_UTILIZATION = 40

===== ./constraint.sdc =====
current_design cpu

set clk_period 17.6
set clk_io_pct 0.2

create_clock -name clk0 -period $clk_period [get_ports {clk}]

set non_clock_inputs [all_inputs -no_clocks]
set_input_delay [expr $clk_period * $clk_io_pct] -clock clk0 $non_clock_inputs
set_output_delay [expr $clk_period * $clk_io_pct] -clock clk0 [all_outputs]

==> metrics.csv <==
metric,value,unit
path_depth,18,
seq_area_frac_synth,47.1,%
cp-end-kind,output port,
yosys.area.top_type,sky130_fd_sc_hd__edfxtp_1,
cts_num_sinks,1055,
place_area,0.0719,mm2
hold_viol,0,
groute.usage.overall,36.7,%
path_max_fanout,92,
design_area,0.0755,mm2
synth_top_cell_by_count,sky130_fd_sc_hd__edfxtp_1,
detail_route.wl_per_cell,37.3,um
net-switching-power,2.45,mW
crit_path_end,daddr[19],
gp_congestion,1.09,
max_cap_viol_count,0,
setup.worst_path.start_class,input pin,
area.combinational,0.0336,mm2
synth.yosys.chip_area,0.0667,mm2
ff_type,sky130_fd_sc_hd__edfxtp_1,
dpl.hpwl,201,mm
crit-reg2reg-launch,u2.memory[31][2],
synth.area.mux_share,21.8,%
power_report.internal_total,4.88,mW
grt_first_pass_wirelength,406,mm
syn-mean-instance-area,12.5,um2
ios,166,
skew,0.0424,ns
syn_to_final_growth,13.2,%
drc_errors,0,
final.period_utilization,79.1,%
clock_tree.htree_level_count,3,
timing.critical_path.required,14.08,ns
postSynthCellCount,5338,
cts_repair_resized_insts,0,
aoi_share,13.7,%
grt_pass1_vias,53600,
postLayoutSetupSlackWorst,3.68,ns
finish.cell_count_without_fillers,7754,
netlist.area_leader.share,46.1,%
final_max_slew_viol_count,0,
status,"complete, no violations",
clock_tree_from_tritoncts,built,
xor_share,2.01,%
simple_gate_area_share,8.31,%
post_route_cells_drive_above_1_share,18.8,%
irDropWorstVdd,69.2,uV
detail_route.wirelength,289,mm
drtPass1Iterations,25,
initialDrtViolationCount,5599,
postCtsSetupBuffers,0,
r2r_setup_slack,10.20,ns
io_buffer_count,164,
synthTopLogicFamily,multiplexers,
rsz0062_at_grt,false,
startpoint,idata[16],
proportion_of_total_power_due_to_net_switching,33.4,%
path_cells,"buf_8, buf_4, buf_12, buf_4, mux4_2, a22oi_1, nand4_1, buf_4, ha_1, o21ai_0, o21ai_0, o211ai_1, o21ai_0, nand2b_1, o21ai_0, a221oi_1, a21oi_1, clkdlybuf4s50_1",
timing_worst_setup_path_type,input pin to output port,
clkSlewWorstSetupHoldPaths,0.06,ns
fmax,71.8,MHz
setup_tns,0,ns
die-width,410,um
clockPowerShare,32.3,%
grt_max_degree,99,
fillCellCount,14700,
detailed_route_vias_per_instance,6.73,
critical_path_arrival,10.40,ns
seqPwrFrac,38.8,%
count_of_flip_flops_with_a_built_in_enable_after_synthesis,1024,
dpl.cell_count,7551,
routed-via-count,52200,
chipHeight,410,um
most_frequent_cell_on_the_critical_path,sky130_fd_sc_hd__o21ai_0,
setup_viol,0,
min_cycle_time_layout,13.92,ns
placeableCoreArea,0.165,mm2
leakage,26.1,nW
largest_stage_delay_worst_path,0.72,ns
cts-hold-fix-buffers,0,
synth.ff_latch_count,1055,
synth-cells-yosys,5338,
chip_area,0.168,mm2
post_synth_most_frequent_cells,"sky130_fd_sc_hd__edfxtp_1, sky130_fd_sc_hd__mux4_2, sky130_fd_sc_hd__mux2i_1, sky130_fd_sc_hd__a21oi_1, sky130_fd_sc_hd__nand2_1",
async_flop_share,0,%
cp.buffers_inverters,6,
reg2regPathDepth,19,
slowest_stage_cell_cp,sky130_fd_sc_hd__buf_4,
ctsLongestPathBuffers,3,
pre_cts_slack,3.94,ns
tritoncts.num_buffers,108,
top_post_synthesis_cells_by_area,"sky130_fd_sc_hd__edfxtp_1, sky130_fd_sc_hd__mux4_2, sky130_fd_sc_hd__mux2i_1, sky130_fd_sc_hd__ha_1, sky130_fd_sc_hd__a21oi_1",
fp-row-count,149,
timing.hold.worst.class,flip-flop to flip-flop,
fp_util,40.4,%
log.warning_count,91,
maxSlewHeadroom,33.5,%
yosys.cell_types.count,110,
regToRegEndpoint,u2.memory[31][29],
clk_latency,0.78,ns
ys_warn_count,4,
synthAdderAreaFrac,3.74,%
number_of_antenna_violations_at_the_first_check_in_global_routing,8,
layout.area.seq,0.0314,mm2
detail-route-antenna-nets,0,
cellPowerDensity,97.1,mW/mm2
share_comb_of_total_power,28.9,%
cts_root_buf,sky130_fd_sc_hd__clkbuf_16,
path_delay_family,buffers and inverters,
worst-slew-pin-transition,0.995,ns
globalRoute.totalOverflow,0,
synth_area,0.0667,mm2
fin_util,45.7,%
[state kept, by name (all words and copies together) (netlist names)]
name,cells
iaddr,31
u2.memory,1024
[area by class of cell]
cell class                      instances  area share (%)
Antenna cell                            1         0.00332
Clock buffer                          125            3.66
Clock inverter                         77            1.13
Inverter                              126           0.637
Multi-Input combinational cell       3759            44.5
Sequential cell                      1055            41.6
Tap cell                             2189            3.63
Timing Repair Buffer                  422            4.84
[worst min-delay path by stage]
stage / cells past startpoint / to / slack [ns] / startpoint
finish: 2 / iaddr[1] / 0.61 / iaddr[1]
global route: 2 / iaddr[1] / 0.64 / iaddr[1]
CTS: 2 / iaddr[1] / 0.62 / iaddr[1]
[worst min-delay path, delay by kind of cell (launching register included)]
kind / cells / cell delay (ns)
AOI/OAI and AO/OA: 1 / 0.06
and+or+nand+nor: 1 / 0.10
DFF: 1 / 0.41
[per-layer routing]
metal  global-route usage (%)  vias up  share of wire, %
met5                     2.18        -              0.13
met1                     46.1    25500                34
li1                         -    21700                 -
met3                     23.4      777                17
met2                     50.8     4153                43
met4                     16.4       20               6.0
[power groups by stage]
stage     sequential [mW]  combinational [mW]  clock, mW
4_1_cts              2.84                2.05       2.40
5_1_grt              2.84                2.23       2.49
6_report             2.84                2.12       2.37
[cell usage in the layout, fill, tap and decap left out, drive strengths merged, types with 125 or more instances in the layout]
| master | count |
|---|---|
| ha | 188 |
| o21ai | 212 |
| nor2 | 319 |
| mux2i | 408 |
| inv | 129 |
| buf | 266 |
| a21oi | 351 |
| clkdlybuf4s50 | 156 |
| a22oi | 173 |
| mux4 | 448 |
| edfxtp | 1024 |
| nand2 | 349 |
| clkbuf | 125 |
[through the flow]
| stage | power (mW) | hold WS [ns] |
|---|---|---|
| finish | 7.33 | 0.612 |
| CTS | 7.29 | 0.615 |
| detailed placement | 4.93 | 0.609 |
| global placement | 4.95 | 0.593 |
| floorplan | 4.13 | 0.467 |
| global route | 7.55 | 0.637 |
[cell families (layout without fill, tap and decap cells)]
group | after synthesis | count (layout)
flip-flops | 1055 | 1055
other | 1 | 2
multiplexers | 890 | 890
AND-OR/OR-AND | 1352 | 1352
adder cells (fa/ha/maj) | 195 | 195
AND/OR/NAND/NOR | 1168 | 1168
XOR/XNOR | 153 | 153
buffers and inverters | 524 | 750
Power and IR drop assume default switching activity.
